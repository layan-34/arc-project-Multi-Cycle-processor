File: /design/flow/config.mk
export PLATFORM = sky130hd
export DESIGN_NAME = flipflop32
export DESIGN_NICKNAME = flipflop32
export VERILOG_FILES = /design/flow/design.v
export SDC_FILE = /design/flow/constraint.sdc
export NUM_CORES = 4
export LEC_CHECK = 1
export CORE_AREA = 10 10 109 109
export DIE_AREA = 0 0 119 119
File: /design/flow/design.v
module flipflop32 (  
    output reg [31:0] out,
    input clk,
    input writeEn,
    input [31:0] in,
    input reset
);
    always @(posedge clk or posedge reset) begin
        if (reset) begin
            out <= 32'b0;
        end else if (writeEn) begin
            out <= in;
        end
    end
endmodule
File: /design/flow/constraint.sdc
current_design flipflop32

set clk_period 1.1
set clk_io_pct 0.2

create_clock -name clk0 -period $clk_period [get_ports {clk}]

set non_clock_inputs [all_inputs -no_clocks]
set_input_delay [expr $clk_period * $clk_io_pct] -clock clk0 $non_clock_inputs
set_output_delay [expr $clk_period * $clk_io_pct] -clock clk0 [all_outputs]
File: /design/flow/run.sh
#!/bin/bash
# OpenROAD 26Q1-2900-gdf79404cd8, Yosys 0.63+post, stock flow scripts
make -C /OpenROAD-flow-scripts/flow DESIGN_CONFIG=/design/flow/config.mk WORK_HOME=/design/flow/orfs finish
==> reports/qor.txt <==
status: complete, no violations
clock latency (worst-skew pair): 270 ps
CTS clock-pin slew for the worst setup and hold paths: 70 ps
Critical Path Source Type: register
IO buf count: 66
Hold Crit Class: input pin to async pin
Layout Cells excl Fill: 288
Levels on crit path: 1
Final Hold Fails: 0
Syn-to-layout area delta: 65.8%
mapped cell area: 0.00135 mm2
max FFs per register: 32
Design Power: 2.91 mW
CTS Sinks: 32
routability cong.: 0.685
Worst Max-Slew Pin Slew: 180 ps
depth of the CTS H-tree: 2
CTS max path bufs: 2
Main synth FF type: dfrtp_1
clk_skew: 0 ps
Avg Vias per Cell: 2.98
GRT overflow: 0
fin crit share: 95.1%
pre-CTS setup slack: 23.4 ps
worst setup margin: 54.0 ps
Yosys warning count: 1
routed wire length: 3.42 mm
Worst slew margin: 88.0%
OpenROAD warning count: 25
Sum Neg Setup Slack: 0 ps
diodes inserted: 0
Unique cell types: 6
max cap viols: 0
post-DR wirelength/cell: 11.9 um
Die Size: 0.0142 mm2
leakage power total: 1.05 nW
VDD IR max: 0.000369 V
CP top delay family: flip-flops
syn_area_per_cell: 19.5 um2
minimum hold slack: 279 ps
CTS root buffer: clkbuf_8
core area: 0.00964 mm2
first-pass GRT wire length: 5.46 mm
Slew Limit Fails: 0
initial antenna violation count: 0
Pre-antenna DRT Iters: 2
Max Freq: 956 MHz
DRC: 0
cell count after synthesis: 69
met1 Resource Use GR: 6.22%
top cells by count: dfrtp_1, mux2_4, buf_12, mux2_2
Synth Seq Share: 59.4%
top flop regs: out: 32 flops
number of cells on the worst reg-to-reg path: 3
ys flops: 32
yosys stat area: 0.00135 mm2
Vias: 857
Cell area leaders: dfrtp_1, mux2_4, buf_12, mux2_2, buf_6
setup violators final: 0
dpl cell area: 0.00216 mm2
Critical path buffers and inverters: 1
design area: 0.00224 mm2
CP required: 880 ps
pwr dens: 1300 mW/mm2
Critical Path Start: out[10]
Initial DRC Count: 17
CP max FO: 2
CTS tree: done
Yosys top cell by area: dfrtp_1
Dominant cell area share: 59.4%
IO Count: 67
Final min period: 1050 ps
met3 GRT Util: 2.30%
yosys stat cell total: 69
Slowest cell on crit path: dfrtp_1
# fillers: 1,050
ANT nets after route: 0
# placed instances: 267
Starting Density: 14.0%
crit path capture type: primary output
post-layout util: 23.2%
GRT Max-Usage Layer: met2
# hold bufs at CTS: 0
M2 GR Usage: 7.09%
Critical Path AT: 830 ps
R2R Setup Slk: 120 ps
crit path cell chain: clkdlybuf4s15_1
maximum number of pins on one net before global-route repair: 33
die width: 119 um
Site Rows: 36
Total GRT Usage: 4.73%
layout cells sized above 1: 52.9%
chip height: 119 um
Synth top cell by count: dfrtp_1
WS Path Type: register to primary output
largest reg by FF count: out
vias in the first global route: 981
asr flop ratio synth: 100%
EDFF count, synth: 0
Num CTS Buffers: 5
Max stage delay on crit path: 380 ps
Worst R2R Start: out[31]
[cell usage in the layout, fill, tap and decap left out]
cell	count
dfrtp_1	32
inv_1	1
clkbuf_2	24
clkdlybuf4s50_1	33
buf_4	14
buf_2	2
buf_12	3
mux2_2	2
clkbuf_8	7
mux2_4	30
clkdlybuf4s15_1	7
[worst min-delay path: stages]
cell             delay (ps)
clkdlybuf4s50_1         390
inv_1                    90
buf_12                  210
[worst paths after layout]
path / end
max: out[10]
min: out[24]
max reg2reg: out[31]
min reg2reg: out[8]
max in group asynchronous: out[7]
min in group clk0: out[17]
[logic make-up (layout without fill, tap and decap cells)]
logic type             Yosys count  in the layout  synth area share, %
muxes                           32             32                 35.1
buffers and inverters            5             91                 5.57
DFF                             32             32                 59.4
[final cells by class]
type	instances	area [um2]	area share, %
inverter	1	3.75	0.168
sequential	32	801	35.8
multi-input combinational	32	473	21.2
tap	133	166	7.44
timing repair buffer	83	696	31.1
clock buffer	7	96.3	4.31
[timing repair]
action / in CTS / in global routing
pin swaps: 0 / 0
setup endpoints to repair: 32 / 27
gates resized: 65 / 24
buffers inserted: 10 / 4
[routing by layer]
metal / part of all wire, % / vias to the layer above / routed length (um)
met5: 0 / - / 0
met4: 1.5 / 0 / 50
met3: 7.7 / 5 / 263
met2: 45 / 38 / 1530
met1: 46 / 407 / 1570
li1: - / 407 / -
[power breakdown]
part	leakage, nW	switching [mW]	internal [mW]
Combinational	0.624	0.140	0.439
Sequential	0.374	0.0616	1.30
Clock	0.0503	0.422	0.557
Total	1.05	0.623	2.29
Power is estimated from default activity; no workload was simulated.
